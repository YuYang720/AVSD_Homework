$ cat run.sh
#!/bin/bash
# OpenROAD 26Q1-2900-gdf79404cd8, Yosys 0.63+post, stock flow scripts
make -C /OpenROAD-flow-scripts/flow DESIGN_CONFIG=/design/flow/config.mk WORK_HOME=/design/flow/orfs finish
$ cat config.mk
export PLATFORM = sky130hd
export DESIGN_NAME = alu
export DESIGN_NICKNAME = alu
export VERILOG_FILES = /design/flow/design.v
export SDC_FILE = /design/flow/constraint.sdc
export NUM_CORES = 4
export LEC_CHECK = 1
export CORE_UTILIZATION = 30
$ cat constraint.sdc
current_design alu

set clk_period 40.7
set clk_io_pct 0.2

create_clock -name clk0 -period $clk_period

set non_clock_inputs [all_inputs -no_clocks]
set_input_delay [expr $clk_period * $clk_io_pct] -clock clk0 $non_clock_inputs
set_output_delay [expr $clk_period * $clk_io_pct] -clock clk0 [all_outputs]
$ cat design.v
module alu(
	input [3:0] aluop,
	input [31:0] in1,
	input [31:0] in2,
	input floatop,
	output logic [31:0] aluout
);
logic [31:0] dat1;  
logic [31:0] dat2;  
logic [65:0] mul;
logic [31:0] fa, fb, fa_abs, fb_abs;
logic [31:0] fa_swap, fb_swap;
logic [7:0] a_exp, b_exp, diff_exp;
logic [23:0] fix_a, fix_b;
logic signed [48:0] signed_a, signed_b;
logic signed [48:0] shift_b;
logic signed [49:0] sum;
logic [49:0] sum_abs;
logic [7:0] exp;
logic [22:0] mant, mantissa;
logic [31:0] normal1, normal2, normal3, normal4, normal5, normal6;
logic [5:0] normal;
logic fb_signed;
logic comp, flag0, flag1, flag2, flag3, flag4, sign, round;
logic [31:0] result;
logic signed [32:0] dat1_s;
logic signed [32:0] dat2_s;
logic [32:0] ander;
logic signed [32:0] and1, and2;
	always_comb begin
		case(aluop)
			4'd10, 4'd12:begin
				dat1_s = {1'b0, in1};
				dat2_s = {1'b0, in2};
			end
			4'd11:begin
				dat1_s = {in1[31],in1};
				dat2_s = {in2[31],in2};
			end
			4'd13:begin
				dat1_s = {in1[31],in1};
				dat2_s = {1'b0, in2};
			end
			default : begin
				dat1_s = 33'd0;
				dat2_s = 33'd0;
			end	
		endcase
		mul = $signed(dat1_s) * $signed(dat2_s);
	end	
	always_comb begin
		if(floatop)begin
			aluout = result;
		end else begin
			case(aluop)
				4'd0 : aluout = in1 + in2;
				4'd1 : aluout = in1 - in2;
				4'd2 : aluout = in1 << in2[4:0];
				4'd3 : aluout = ($signed(in1) < $signed(in2))? 32'd1 : 32'd0;
				4'd4 : aluout = ($unsigned(in1) < $unsigned(in2)) ? 32'd1 : 32'd0;
				4'd5 : aluout = in1 ^ in2;
				4'd6 : aluout = in1 >> in2[4:0];
				4'd7 : aluout = $signed(in1) >>> in2[4:0];
				4'd8 : aluout = in1 | in2;
				4'd9 : aluout = in1 & in2;
				4'd10: aluout = mul[31:0];
				4'd11, 4'd12, 4'd13 : aluout = mul[63:32];
				4'd14 : aluout = {in2[19:0],12'd0};
				default : aluout = 32'd0;
			endcase
		end
	end
	always_comb begin
		fa_abs = {1'b0, in1[30:0]};
		fb_abs = {1'b0, in2[30:0]};
		comp = (in1[30:23] < in2[30:23])?1'b0:1'b1;
		fa_swap = comp ? in1 : in2;
		fb_swap = comp ? in2 : in1;
		fb_signed = fb_swap[31] ^ aluop[0];
		a_exp = fa_swap[30:23];
		b_exp = fb_swap[30:23];
		diff_exp = a_exp - b_exp;
		fix_a = {1'b1, fa_swap[22:0]};
		fix_b = {1'b1, fb_swap[22:0]};
		if(fa_swap[31])begin
			signed_a = -({1'b0, fix_a, 24'd0});
		end else begin
			signed_a = ({1'b0, fix_a, 24'd0});
		end
		if(fb_signed)begin
			signed_b = -({1'b0, fix_b, 24'd0});
		end else begin
			signed_b = {1'b0, fix_b, 24'd0};
		end
		shift_b = signed_b >>> diff_exp;
		sum = shift_b + signed_a;
		sign = sum[49];
		sum_abs = (sum[49]) ? -sum : sum;
		if(sum_abs[48])begin
			exp = a_exp + 8'd1;
			mant = sum_abs[47:25];
		end else begin
			exp = a_exp + {2'd0,normal} - 8'd47;
			case(normal)
				6'd47 : mant = sum_abs[46:24];
				6'd46 : mant = {sum_abs[45:24], 1'd0};
				6'd45 : mant = {sum_abs[44:24], 2'd0};
				6'd44 : mant = {sum_abs[43:24], 3'd0};
				6'd43 : mant = {sum_abs[42:24], 4'd0};
				6'd42 : mant = {sum_abs[41:24], 5'd0};
				6'd41 : mant = {sum_abs[40:24], 6'd0};
				6'd40 : mant = {sum_abs[39:24], 7'd0};
				6'd39 : mant = {sum_abs[38:24], 8'd0};
				6'd38 : mant = {sum_abs[37:24], 9'd0};
				6'd37 : mant = {sum_abs[36:24], 10'd0};
				6'd36 : mant = {sum_abs[35:24], 11'd0};
				6'd35 : mant = {sum_abs[34:24], 12'd0};
				6'd34 : mant = {sum_abs[33:24], 13'd0};
				6'd33 : mant = {sum_abs[32:24], 14'd0};
				6'd32 : mant = {sum_abs[31:24], 15'd0};
				6'd31 : mant = {sum_abs[30:24], 16'd0};
				6'd30 : mant = {sum_abs[29:24], 17'd0};
				6'd29 : mant = {sum_abs[28:24], 18'd0};
				6'd28 : mant = {sum_abs[27:24], 19'd0};
				6'd27 : mant = {sum_abs[26:24], 20'd0};
				6'd26 : mant = {sum_abs[25:24], 21'd0};
				default : mant = sum_abs[47:25];
			endcase
		end
		if(sum_abs[23:0] > 24'h8000_00)
			round = 1'b1;
		else if (sum_abs[23:0] == 24'h8000_00)
			round = sum_abs[24];
		else
			round = 1'b0;
		mantissa = mant + {22'd0,round};
		result = {sign, exp, mantissa};
	end
	always_comb begin
		normal = 6'd24;
		normal1 = 32'd42;
		normal2 = 32'd40;
		normal3 = 32'd36;
		normal4 = 32'd32;
		normal5 = 32'd28;
		normal6 = 32'd24;
		flag0 = 1'b0;
		flag1 = 1'b0;
		flag2 = 1'b0;
		flag3 = 1'b0;
		flag4 = 1'b0;
		for (int i = 42 ; i < 48; i = i + 1)begin
			if(sum_abs[i])begin
				normal1 = i;
				flag0 = 1'b1;
			end	
		end
		for (int j = 40 ; j < 42 ; j = j + 1)begin
			if(sum_abs[j])begin
				normal2 = j;
				flag1 = 1'b1;
			end
		end
		for (int k = 36 ; k < 40 ; k = k + 1)begin
			if(sum_abs[k])begin
				normal3 = k;
				flag2 = 1'b1;
			end
		end
		for (int l = 32 ; l < 36 ; l = l + 1)begin
			if(sum_abs[l])begin
				normal4 = l;
				flag3 = 1'b1;
			end
		end
		for (int m = 28 ; m < 32 ; m = m + 1)begin
			if(sum_abs[m])begin
				normal5 = m;
				flag4 = 1'b1;
			end
		end
		for (int n = 24 ; n < 28 ; n = n + 1)begin
			if(sum_abs[n])begin
				normal6 = n;
			end
		end
		if(flag0)
			normal = normal1[5:0];
		else if(flag1)
			normal = normal2[5:0];
		else if(flag2)
			normal = normal3[5:0];
		else if(flag3)
			normal = normal4[5:0];
		else if(flag4)
			normal = normal5[5:0];
		else 
			normal = normal6[5:0];
	end
endmodule
==> run summary <==
Implementation numbers.

- The endpoint arrival time on the critical path reads 26.28 ns.
- The analysis attributes to cell leakage a power of 0.0281 uW.
- The post-detailed-route via-to-cell ratio reads 5.82.
- The final critical-path required period reads 34.42 ns.
- The worst path required time is 32.56 ns.
- The die boundary height is 449 um.
- The worst setup path is launched from an input port.
- The via count of the first global-routing pass is 60900.
- The total negative setup slack reads 0 ns.
- The max-slew violation total from the final report reads 0.
- The average footprint of a synthesized cell reads 7.81 um2.
- The maximum ir drop on the vdd rail is 0.0959 mV.
- The startpoint-to-endpoint class of the critical path reads in -> out.
- The cell area after technology mapping is 60000 um2.
- The number of instances on the worst hold path is 5.
- The area of the core is 198000 um2.
- The hold buffer count at CTS reads 0.
- The transition time at the pin with the least slew margin is 1.14 ns.
- Pin placement for this block handled 101 I/O pins.
- The overall die size recorded for this design is 202000 um2.
- The peak per-stage delay on the critical path is 0.74 ns.
- The power per cell area reads 63.7 nW/um2.
- Counting endpoints that fail hold in the final report gives 0.
- The worst setup path is captured at an output port.
- After technology mapping, the gate count stands at 7681.
- The Yosys warning count is 1.
- For this run, the register share of the synthesized area comes to 0%.
- The class of the tightest hold or removal check reads in -> out.
- The storage element area is 0 um2.
- The script parses the final routing iteration and logs DRC violations as 0.
- In this build the clock could be raised as far as 0.0291 GHz.
- At the end of routability-driven placement, the weighted congestion stood at 1.13.
- The layout clock buffer count is 0.
- The cell with the biggest individual delay on the critical path reads clkdlybuf4s50_1.
- The final setup violation count reads 0.
- The standard cell area after detailed placement reads 65100 um2.
- The area growth from synthesis to layout reads 8.63%.
- In this run the tightest slew margin relative to its limit is 21.8%.
- The first-iteration detailed-routing DRC count reads 5542.
- The overall overflow remaining after global route is 0.
- The final critical path takes up 84.6% of the cycle.
- The number of iterations in the first detailed-routing pass reads 7.
- The endpoint of the worst hold path reads aluout[7].
- The report lists the number of standard-cell rows as 163.
- Cell internal power was estimated by the tool at 1340 uW.
- Measured along the x axis, the die boundary spans 449 um.
- The quantity of I/O buffers inserted on ports is 101.
- Detailed routing inserted a total of 59800 vias.
- The number of cells reported by Yosys stat comes to 7681.
- The flip-flop and latch count is 0.
- The share of the core filled by cells before placement is 30.3%.
- The switching power of the nets is 2820 uW.
- The share of post-route cells with drive strength above 1 is 7.82%.
- The initial antenna violation count is 28.
- The total non-filler cell area in the finished layout reads 65100 um2.
- The final HPWL from detailed placement is 263000 um.
- The post-cts resize count reads 0.
- Among the stages of the critical path, the cell type that occurs most often is nor2_1.
- The number of routed nets with antenna violations is 0.
- The total setup buffers inserted after CTS is 0.
- The chip area from the yosys synthesis statistics reads 60000 um2.
- The flow ran to the end, and the final reports show no timing, DRC or antenna violations.
- The critical hold path startpoint is floatop.
- The net switching fraction of the power reads 67.8%.
- The post-synthesis cell type count is 115.
- Across every metal layer, demand over resource in global routing totals 34.1%.
- The count of tool warnings reads 98.
- The final wirelength reads 330000 um.
- Setup repair after global routing left no endpoint under its margin.
- The detailed-route wire length per cell is 32.1 um.
- The maximum number of pins on one net before global-route repair is 85.
- The report shows a maximum critical-path fanout of 53.
- The number of maximum-capacitance constraint violations reads 0.
- The global-route wire length before repair reads 469000 um.
-- worst max path at each step --
stage        from  slack [ns]         end  cells past startpoint
4_1_cts   in1[26]        6.54  aluout[30]                     59
5_1_grt   in1[26]        5.41  aluout[30]                     59
6_report  in1[26]        6.28  aluout[30]                     59
-- synth_stat cells, drive strengths merged (128+ instances only) --
cell type	instances	area share, %
a21oi	368	3.1
nand2	1162	7.3
o21ai	309	2.6
inv	1108	6.9
mux2i	130	2.2
nor3	166	1.4
nor2	486	3.1
ha	354	7.4
clkbuf	439	2.7
and2	128	1.3
nand3	129	1.1
and3	152	1.6
xnor2	176	2.6
fa	1129	38
-- critical path: cells and delay by family --
kind / cells / cell delay (ns)
xor+xnor: 3 / 0.62
compound gates: 21 / 5.68
simple gates: 18 / 4.90
fa+ha+maj: 7 / 2.56
buf+inv: 10 / 4.28
-- logic make-up after synthesis --
kind of cell / Yosys count / share of synthesized area [%]
xor gates and xnor gates: 235 / 3.46
AOI/OAI and AO/OA: 1593 / 18.2
adders and majority gates: 1483 / 45.1
buffers and inverters: 1656 / 10.6
muxes: 164 / 3.09
and+or+nand+nor: 2550 / 19.6
-- routing by layer --
| metal | track usage, % | routed length, um | part of all wire (%) |
|---|---|---|---|
| met2 | 47.2 | 136000 | 41 |
| met3 | 13.4 | 39600 | 12 |
| met4 | 19.6 | 25000 | 7.6 |
| met1 | 45.8 | 130000 | 39 |
| met5 | 0.497 | 140 | 0.042 |
-- through the flow --
step	hold WS, ns	power [uW]	utilization (%)	cells	worst slack, ns
after floorplan	16.67	2230	-	7681	9.82
after global placement	17.62	4060	32.9	10300	6.51
after detailed placement	17.64	4010	32.9	10300	6.63
after CTS	17.64	4040	32.9	10300	6.54
after global routing	17.70	4400	32.9	10300	5.41
final	17.69	4150	32.9	10300	6.28
-- cells in the final DEF (no fill, tap or decap), drive strengths merged, types with 128 or more instances in the layout --
| cell | n |
|---|---|
| ha | 354 |
| a21oi | 368 |
| and2 | 128 |
| nor2 | 486 |
| nor3 | 166 |
| and3 | 152 |
| xnor2 | 176 |
| nand2 | 1162 |
| inv | 1109 |
| buf | 406 |
| o21ai | 309 |
| fa | 1129 |
| nand3 | 129 |
| mux2i | 130 |
-- power groups by stage --
stage | logic (uW) | registers, uW | clock network, uW
global route | 4400 | 0 | 0.00000330
CTS | 4040 | 0 | 0
-- layout make-up --
cell class	count	area, um2
fill	20700	133000
multi-input combinational	6025	53900
inverter	1119	4200
timing repair buffer	476	3680
tap	2640	3300
antenna	9	22.5
Power and IR drop assume default switching activity.
