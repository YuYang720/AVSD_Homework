==> ./design.v <==
`timescale 1ns/10ps
module ExecuteStage(
    input logic [ 1:0] ex_forwardA_i,
    input logic [ 1:0] ex_forwardB_i,
    input logic [31:0] ex_insn_i,
    input logic [31:0] ex_rs1_data_i,
    input logic [31:0] ex_rs2_data_i,
    input logic [31:0] mem_alu_result_i,
    input logic [31:0] wb_alu_result_i,
    input logic [31:0] ex_immediate_gen_i,
    input logic [31:0] id_pc_i,
    input logic [31:0] ex_pc_add4_i,
    input logic [31:0] ex_pc_add_imm_i,
    input logic [63:0] ex_instret_i,
    input logic [63:0] ex_cycle_i,
    output logic ex_flush_o,
    output logic [ 1:0] ex_rs1_rs2_sign_o,
    output logic [ 2:0] ex_insn_funct3_o,
    output logic [ 3:0] ex_mem_web_o,
    output logic [31:0] ex_jump_addr_o,
    output logic [31:0] ex_mem_wdata_o,
    output logic [31:0] ex_alu_result_o,
    output logic [31:0] ex_mul_op1_o,
    output logic [31:0] ex_mul_op2_o
);
    logic [31:0] rs1_data, rs2_data;
    logic [31:0] rs1_data_invert, rs2_data_invert;
    logic [31:0] ex_jump_addr_w;
    logic [31:0] ex_alu_result_w;
    logic [63:0] instret, cycle;
    logic jump_flag;
    logic [6:0] opcode, funct7;
    logic [2:0] funct3;
    assign opcode           = ex_insn_i  [6:0];
    assign funct3           = ex_insn_i[14:12];
    assign funct7           = ex_insn_i[31:25];
    assign ex_insn_funct3_o = ex_insn_i[14:12];
    assign ex_jump_addr_o   = ex_jump_addr_w;
    assign ex_alu_result_o  = ex_alu_result_w;
    always_comb begin
        case(ex_forwardA_i)
            2'b10 :
                rs1_data = wb_alu_result_i;
            2'b01 :
                rs1_data = mem_alu_result_i;
            2'b00 :
                rs1_data = ex_rs1_data_i;
            default:
                rs1_data = 32'hxxxx_xxxx;
        endcase
        case(ex_forwardB_i)
            2'b10 :
                rs2_data = wb_alu_result_i;
            2'b01 :
                rs2_data = mem_alu_result_i;
            2'b00 :
                rs2_data = ex_rs2_data_i;
            default:
                rs2_data = 32'hxxxx_xxxx;
        endcase
    end
    assign rs1_data_invert = ~rs1_data + 1;
    assign rs2_data_invert = ~rs2_data + 1;
    always_comb begin
        if (opcode == 7'b0110011 && funct7 == 7'b0000001) begin
            case (funct3)
                3'b000: begin
                    ex_mul_op1_o = rs1_data;
                    ex_mul_op2_o = rs2_data;
                end
                3'b011: begin
                    ex_mul_op1_o = rs1_data;
                    ex_mul_op2_o = rs2_data;
                end
                3'b010: begin
                    ex_mul_op1_o = (rs1_data[31] == 1'b1) ? rs1_data_invert : rs1_data;
                    ex_mul_op2_o = rs2_data;
                end
                3'b001: begin
                    ex_mul_op1_o = (rs1_data[31] == 1'b1) ? rs1_data_invert : rs1_data;
                    ex_mul_op2_o = (rs2_data[31] == 1'b1) ? rs2_data_invert : rs2_data;
                end
                default: begin
                    ex_mul_op1_o = 32'hxxxx_xxxx;
                    ex_mul_op2_o = 32'hxxxx_xxxx;
                end
            endcase
        end else begin
            ex_mul_op1_o = rs1_data;
            ex_mul_op2_o = rs2_data;
        end
        ex_rs1_rs2_sign_o[1] = rs1_data[31];
        ex_rs1_rs2_sign_o[0] = rs2_data[31];
    end
    always_comb begin
        case (opcode)
            7'b0110011: begin
                jump_flag = 1'b0;
                ex_flush_o = 1'b0;
                ex_mem_web_o = 4'b1111;
                ex_mem_wdata_o = 32'b0;
                ex_jump_addr_w = 32'b0;
                case (funct7)
                    7'b0000000:
                        case (funct3)
                            3'b000:
                                ex_alu_result_w = rs1_data + rs2_data;
                            3'b001:
                                ex_alu_result_w = rs1_data << rs2_data[4:0];
                            3'b010:
                                ex_alu_result_w = $signed(rs1_data) < $signed(rs2_data) ? 32'd1 : 32'd0;
                            3'b011:
                                ex_alu_result_w = rs1_data < rs2_data ? 32'd1 : 32'd0;
                            3'b100:
                                ex_alu_result_w = rs1_data ^ rs2_data;
                            3'b101:
                                ex_alu_result_w = rs1_data >> rs2_data[4:0];
                            3'b110:
                                ex_alu_result_w = rs1_data | rs2_data;
                            3'b111:
                                ex_alu_result_w = rs1_data & rs2_data;
                            default:
                                ex_alu_result_w = 32'hxxxx_xxxx;
                        endcase
                    7'b0100000:
                        case (funct3)
                            3'b000:
                                ex_alu_result_w = rs1_data - rs2_data;
                            3'b101:
                                ex_alu_result_w = $signed(rs1_data) >>> rs2_data[4:0];
                            default:
                                ex_alu_result_w = 32'hxxxx_xxxx;
                        endcase
                    default: begin
                        ex_alu_result_w = 32'hxxxx_xxxx;
                    end
                endcase
            end
            7'b0010011: begin
                jump_flag = 1'b0;
                ex_flush_o = 1'b0;
                ex_mem_web_o = 4'b1111;
                ex_mem_wdata_o = 32'b0;
                ex_jump_addr_w = 32'b0;
                case (funct3)
                    3'b000:
                        ex_alu_result_w = rs1_data + ex_immediate_gen_i;
                    3'b010:
                        ex_alu_result_w = $signed(rs1_data) < $signed(ex_immediate_gen_i) ? 1'b1 : 1'b0;
                    3'b011:
                        ex_alu_result_w = rs1_data < ex_immediate_gen_i ? 1'b1 : 1'b0;
                    3'b100:
                        ex_alu_result_w = rs1_data ^ ex_immediate_gen_i;
                    3'b110:
                        ex_alu_result_w = rs1_data | ex_immediate_gen_i;
                    3'b111:
                        ex_alu_result_w = rs1_data & ex_immediate_gen_i;
                    3'b001:
                        if (funct7 == 7'b0000000) begin
                            ex_alu_result_w = rs1_data << ex_immediate_gen_i[4:0];
                        end else begin
                            ex_alu_result_w = 32'b0;
                        end
                    3'b101:
                        if (funct7 == 7'b0000000) begin
                            ex_alu_result_w = rs1_data >> ex_immediate_gen_i[4:0];
                        end else if (funct7 == 7'b0100000) begin
                            ex_alu_result_w = $signed(rs1_data) >>> ex_immediate_gen_i[4:0];
                        end else begin
                            ex_alu_result_w = 32'b0;
                        end
                    default:
                        ex_alu_result_w = 32'hxxxx_xxxx;
                endcase
            end
            7'b0000011: begin
                jump_flag = 1'b0;
                ex_flush_o = 1'b0;
                ex_mem_web_o = 4'b1111;
                ex_mem_wdata_o = 32'b0;
                ex_jump_addr_w = 32'b0;
                case (funct3)
                    3'b010, 3'b000, 3'b001, 3'b100, 3'b101: begin
                        ex_alu_result_w = rs1_data + ex_immediate_gen_i;
                    end
                    default: begin
                        ex_alu_result_w = 32'hxxxx_xxxx;
                    end
                endcase
            end
            7'b0100011: begin
                jump_flag = 1'b0;
                ex_flush_o = 1'b0;
                ex_jump_addr_w = 32'b0;
                case (funct3)
                    3'b010: begin
                        ex_alu_result_w = rs1_data + ex_immediate_gen_i;
                        ex_mem_wdata_o = rs2_data;
                        ex_mem_web_o   = 4'b0000;   
                    end
                    3'b000: begin
                        ex_alu_result_w = rs1_data + ex_immediate_gen_i;
                        case (ex_alu_result_w[1:0])
                            2'b00: begin
                                ex_mem_wdata_o = {24'b0, rs2_data[7:0]};
                                ex_mem_web_o   = 4'b1110;
                            end
                            2'b01: begin
                                ex_mem_wdata_o = {16'b0, rs2_data[7:0], 8'b0};
                                ex_mem_web_o   = 4'b1101;
                            end
                            2'b10: begin
                                ex_mem_wdata_o = {8'b0, rs2_data[7:0], 16'b0};
                                ex_mem_web_o   = 4'b1011;
                            end
                            2'b11: begin
                                ex_mem_wdata_o = {rs2_data[7:0], 24'b0};
                                ex_mem_web_o   = 4'b0111;
                            end
                            default: begin
                                ex_mem_wdata_o = 32'hxxxx_xxxx;
                                ex_mem_web_o   = 4'bxxxx;
                            end
                        endcase
                    end
                    3'b001: begin
                        ex_alu_result_w = rs1_data + ex_immediate_gen_i;
                        case (ex_alu_result_w[1:0])
                            2'b00: begin
                                ex_mem_wdata_o = {16'b0, rs2_data[15:0]};
                                ex_mem_web_o   = 4'b1100;
                            end
                            2'b01, 2'b10, 2'b11: begin
                                ex_mem_wdata_o = {rs2_data[15:0], 16'b0};
                                ex_mem_web_o   = 4'b0011;
                            end
                            default: begin
                                ex_mem_wdata_o = 32'hxxxx_xxxx;
                                ex_mem_web_o   = 4'bxxxx;
                            end
                        endcase
                    end
                    default: begin
                        ex_alu_result_w = 32'hxxxx_xxxx;
                        ex_mem_wdata_o = 32'hxxxx_xxxx;
                        ex_mem_web_o   = 4'bxxxx;
                    end
                endcase
            end
            7'b1100011: begin
                ex_mem_web_o = 4'b1111;
                ex_alu_result_w = 32'b0;
                ex_mem_wdata_o = 32'b0;
                case (funct3)
                    3'b000: begin
                        jump_flag = rs1_data == rs2_data ? 1'b1 : 1'b0;
                        ex_jump_addr_w = jump_flag ? ex_pc_add_imm_i : ex_pc_add4_i;
                        ex_flush_o   = ex_jump_addr_w != id_pc_i;
                    end
                    3'b001: begin
                        jump_flag = rs1_data != rs2_data ? 1'b1 : 1'b0;
                        ex_jump_addr_w = jump_flag ? ex_pc_add_imm_i : ex_pc_add4_i;
                        ex_flush_o   = ex_jump_addr_w != id_pc_i;
                    end
                    3'b100: begin
                        jump_flag = $signed(rs1_data) < $signed(rs2_data) ? 1'b1 : 1'b0;
                        ex_jump_addr_w = jump_flag ? ex_pc_add_imm_i : ex_pc_add4_i;
                        ex_flush_o   = ex_jump_addr_w != id_pc_i;
                    end
                    3'b101: begin
                        jump_flag = $signed(rs1_data) >= $signed(rs2_data) ? 1'b1 : 1'b0;
                        ex_jump_addr_w = jump_flag ? ex_pc_add_imm_i : ex_pc_add4_i;
                        ex_flush_o   = ex_jump_addr_w != id_pc_i;
                    end
                    3'b110: begin
                        jump_flag = rs1_data < rs2_data ? 1'b1 : 1'b0;
                        ex_jump_addr_w = jump_flag ? ex_pc_add_imm_i : ex_pc_add4_i;
                        ex_flush_o   = ex_jump_addr_w != id_pc_i;
                    end
                    3'b111: begin
                        jump_flag = rs1_data >= rs2_data ? 1'b1 : 1'b0;
                        ex_jump_addr_w = jump_flag ? ex_pc_add_imm_i : ex_pc_add4_i;
                        ex_flush_o   = ex_jump_addr_w != id_pc_i;
                    end
                    default: begin
                        jump_flag = 1'b0;
                        ex_jump_addr_w = 32'b0;
                        ex_flush_o = 1'b0;
                    end
                endcase
            end
            7'b0010111: begin
                jump_flag = 1'b0;
                ex_flush_o = 1'b0;
                ex_mem_web_o = 4'b1111;
                ex_mem_wdata_o = 32'b0;
                ex_jump_addr_w = 32'b0;
                ex_alu_result_w = ex_pc_add_imm_i;
            end
            7'b0110111: begin
                jump_flag = 1'b0;
                ex_flush_o = 1'b0;
                ex_mem_web_o = 4'b1111;
                ex_mem_wdata_o = 32'b0;
                ex_jump_addr_w = 32'b0;
                ex_alu_result_w = ex_immediate_gen_i;
            end
            7'b1101111: begin
                jump_flag   = 1'b1;
                ex_flush_o = 1'b0;
                ex_mem_web_o = 4'b1111;
                ex_mem_wdata_o = 32'b0;
                ex_jump_addr_w = ex_pc_add_imm_i;
                ex_alu_result_w = ex_pc_add4_i;
            end
            7'b1100111: begin
                ex_mem_web_o = 4'b1111;
                jump_flag       = 1'b1;
                ex_mem_wdata_o = 32'b0;
                ex_jump_addr_w  = (rs1_data + ex_immediate_gen_i) & 32'hffff_fffe;
                ex_flush_o   = ex_jump_addr_w != id_pc_i;
                ex_alu_result_w = ex_pc_add4_i;
            end
            7'b1110011: begin
                ex_flush_o = 1'b0;
                jump_flag = 1'b0;
                ex_mem_web_o = 4'b1111;
                ex_mem_wdata_o = 32'b0;
                ex_jump_addr_w = 32'b0;
                case (ex_insn_i[31:12])
                    20'b11001000001000000010:
                        ex_alu_result_w = ex_instret_i[63:32];
                    20'b11000000001000000010:
                        ex_alu_result_w = ex_instret_i[31:0];
                    20'b11001000000000000010:
                        ex_alu_result_w = ex_cycle_i[63:32];
                    20'b11000000000000000010:
                        ex_alu_result_w = ex_cycle_i[31:0];
                    default:
                        ex_alu_result_w = 32'hxxxx_xxxx;
                endcase
            end
            default: begin
                jump_flag = 1'b0;
                ex_flush_o   = 1'b0;
                ex_mem_web_o = 4'b1111;
                ex_alu_result_w = 32'hxxxx_xxxx;
                ex_mem_wdata_o = 32'hxxxx_xxxx;
                ex_jump_addr_w = 32'hxxxx_xxxx;
            end
        endcase
    end
endmodule : ExecuteStage
==> ./run.sh <==
#!/bin/bash
# OpenROAD 26Q1-2900-gdf79404cd8, Yosys 0.63+post, stock flow scripts
make -C /OpenROAD-flow-scripts/flow DESIGN_CONFIG=/design/flow/config.mk WORK_HOME=/design/flow/orfs finish
==> ./config.mk <==
export PLATFORM = sky130hd
export DESIGN_NAME = ExecuteStage
export DESIGN_NICKNAME = ExecuteStage
export VERILOG_FILES = /design/flow/design.v
export SDC_FILE = /design/flow/constraint.sdc
export NUM_CORES = 4
export LEC_CHECK = 1
export CORE_AREA = 10 10 330 330
export DIE_AREA = 0 0 340 340
==> ./constraint.sdc <==
current_design ExecuteStage

set clk_period 17.2
set clk_io_pct 0.2

create_clock -name clk0 -period $clk_period

set non_clock_inputs [all_inputs -no_clocks]
set_input_delay [expr $clk_period * $clk_io_pct] -clock clk0 $non_clock_inputs
set_output_delay [expr $clk_period * $clk_io_pct] -clock clk0 [all_outputs]
==> impl_metrics.env <==
# source this file to load flow results
export IMPL_netlist_area_sq_mm=0.02336
export IMPL_busiest_layer="met2"
export IMPL_core_rowCount=117
export IMPL_worst_pin_slew_ps=1314
export IMPL_routed_via_density=5.954
export IMPL_pin_count=590
export IMPL_grt_overflow_total=0
export IMPL_clock_buffers=0
export IMPL_intPower_mw=0.5422
export IMPL_p_total_mw=1.455
export IMPL_min_period_ps=14410
export IMPL_hp_class="input pin to output pin"
export IMPL_grt_max_degree=64
export IMPL_fp_util=0.2296
export IMPL_critical_path_class="input pin to output pin"
export IMPL_maxCapViolCount=0
export IMPL_seq_area_sq_um=0
export IMPL_postCtsHoldBufs=0
export IMPL_use_met3=0.1077
export IMPL_chip_area_sq_mm=0.1156
export IMPL_firstDrtPassIters=7
export IMPL_dp_cells=5598
export IMPL_p_leak_nw=12.28
export IMPL_final_cells=5599
export IMPL_end_kind="output pin"
export IMPL_fin_util=0.3071
export IMPL_die_h_um=340
export IMPL_fin_ws_ps=2793
export IMPL_cp_max_fo=50
export IMPL_post_dp_cell_area_sq_mm=0.03125
export IMPL_slew_violations=0
export IMPL_setup_viol=0
export IMPL_cts_repair_resized=0
export IMPL_wirelength_mm=184.0
export IMPL_portBuffers=585
export IMPL_warnings=161
export IMPL_logic_area_sq_mm=0.02165
export IMPL_seq_cell_count=0
export IMPL_syn_mean_instance_area_sq_um=6.234
export IMPL_most_common_layout_cells="clkdlybuf4s50_1, nand2_1, nor2_1, a21oi_1, o21ai_0"
export IMPL_yosysWarnings=1
export IMPL_powerDensity_mw_per_mm2=46.55
export IMPL_pre_cts_ws_ps=2982
export IMPL_grt_pass1_wl_mm=249.0
export IMPL_postSynthSeqShare=0
export IMPL_use_met1=0.4002
export IMPL_tns_ps=0
export IMPL_design_area_sq_mm=0.03125
export IMPL_grt_usage=0.3030
export IMPL_ir_drop_mv=0.02341
export IMPL_cp_arrival_ps=10970
export IMPL_cp_required_ps=13760
export IMPL_dp_final_hpwl_mm=148.7
export IMPL_finalCritPeriodShare=0.8376
export IMPL_mostFrequentLayoutCell="clkdlybuf4s50_1"
export IMPL_antenna_found_initial=15
export IMPL_syn2layout_area_growth_pct=33.78
export IMPL_fmax_ghz=0.06941
export IMPL_initialDrtViolationCount=4102
export IMPL_ant_nets=0
export IMPL_drive_gt1_frac=0.07541
export IMPL_hold_viol=0
export IMPL_gp_congestion=1.097
export IMPL_worstSetupStartpointType="input pin"
export IMPL_core_sq_mm=0.1017
export IMPL_synth_cells=3747
export IMPL_grt_pass1_vias=30736
export IMPL_rsz0062_at_grt="no"
export IMPL_maxSlewHeadroom=0.1178
export IMPL_post_cts_setup_buffer_count=0
export IMPL_run_status="complete, no violations"
export IMPL_grt_util_met2=0.4342
export IMPL_drc_errors=0
export IMPL_wire_per_inst_um=32.86
export IMPL_holdWs_ps=7484
export IMPL_yosys_cells=3747
export IMPL_die_x_um=340
export IMPL_yosysUniqueCellTypes=97
export IMPL_ys_area_sq_mm=0.02336
export IMPL_swShare=0.6273
export IMPL_p_switching_mw=0.9125
export IMPL_vias=33336
export IMPL_n_fill_cell=11276
synthesized netlist by cell type, types with 20 or more instances:
library cell  count  area [sq um]
a211oi_1         86         645.6
ha_1            190          2377
buf_1            40         150.1
mux2_2           47         529.3
mux2i_1         271          2713
a22oi_1          64         480.5
o21ai_0         300          1501
xor2_1           27         236.5
nand3_1          53         265.3
nand2b_1         32         200.2
nor2b_1          43         269.0
a2111oi_0        20         175.2
buf_2            26         130.1
a31oi_1          38         237.7
nand2_1         439          1648
or3_1            25         156.4
a21o_1           34         255.2
o2111ai_1        21         183.9
clkbuf_1        210         788.3
o221ai_1         23         201.4
o22ai_1          76         475.5
nor3_1           70         350.3
inv_1           171         641.9
a21oi_1         381          1907
xnor2_1         154          1349
o21ai_1          57         285.3
nand4_1          26         162.7
a221oi_1         34         297.8
o21bai_1         27         202.7
nor2_1          399          1498
o211ai_1         56         420.4
cell type report:
cell class,instances,area share
Multi-Input combinational cell,3277,0.6928
Timing Repair Buffer,769,0.2301
Tap cell,1368,0.05478
Inverter,184,0.02226
Antenna cell,1,0.00008008
cells by family (layout without fill, tap and decap cells):
| family | Yosys count | after routing | synth area share |
|---|---|---|---|
| other | 0 | 1 | 0 |
| buffers and inverters | 470 | 953 | 0.07923 |
| and+or+nand+nor | 1182 | 1182 | 0.2252 |
| xor gates and xnor gates | 182 | 182 | 0.06883 |
| adders and majority gates | 193 | 193 | 0.1043 |
| AOI/OAI and AO/OA | 1397 | 1397 | 0.3795 |
| muxes | 323 | 323 | 0.1429 |
layer usage:
metal	wire length [um]	up-vias
li1	-	14731
met1	74500	15883
met2	75240	2292
met3	22940	408
met4	11170	22
met5	136	-
worst max-delay path, stage by stage:
cell and delay [ps]:
buf_2 340, buf_4 500, nand2_1 100, o21ai_1 90
buf_4 230, inv_1 200, ha_1 270, fa_1 470
nor3_1 250, o31ai_1 180, nand4b_1 150, a21oi_1 170
o21ai_4 440, a21oi_2 130, o21ai_0 490, nand4_2 490
o41ai_1 660, nand2_1 120, a221o_1 360, or4_1 530
nor4_1 340, and4_1 310, o22ai_1 130, clkdlybuf4s50_1 490
worst paths after layout:
| kind | from | endpoint | slack [ps] | cells past startpoint |
|---|---|---|---|---|
| worst max-delay path | ex_forwardA_i[1] | ex_flush_o | 2790 | 24 |
| worst min-delay path | ex_insn_i[13] | ex_insn_funct3_o[1] | 7480 | 2 |
power groups by stage:
stage,Clock (mW),Sequential (mW),Combinational (mW)
4_1_cts,0,0,1.40
5_1_grt,0,0,1.52
Power figures rest on the tool's default switching activity, not on a simulated workload.
